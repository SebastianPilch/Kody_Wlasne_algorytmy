[design/flow/config.mk]
export PLATFORM = sky130hd
export DESIGN_NAME = Delayer
export DESIGN_NICKNAME = Delayer
export VERILOG_FILES = /design/flow/design.v
export SDC_FILE = /design/flow/constraint.sdc
export NUM_CORES = 4
export LEC_CHECK = 1
export CORE_AREA = 10 10 109 109
export DIE_AREA = 0 0 119 119
[design/flow/run.sh]
#!/bin/bash
# OpenROAD 26Q1-2900-gdf79404cd8, Yosys 0.63+post, stock flow scripts
make -C /OpenROAD-flow-scripts/flow DESIGN_CONFIG=/design/flow/config.mk WORK_HOME=/design/flow/orfs finish
[design/flow/constraint.sdc]
current_design Delayer

set clk_period 1.0
set clk_io_pct 0.2

create_clock -name clk0 -period $clk_period [get_ports {clk}]

set non_clock_inputs [all_inputs -no_clocks]
set_input_delay [expr $clk_period * $clk_io_pct] -clock clk0 $non_clock_inputs
set_output_delay [expr $clk_period * $clk_io_pct] -clock clk0 [all_outputs]
[design/flow/design.v]
`timescale 1ns / 1ps
module Delayer  #
   (
    parameter N = 8,
    parameter DELAY = 10
   )
   (
    input[N-1:0] in,
    output[N-1:0] out,
    input clk
    );
    wire[N-1:0]flipflop[DELAY:0];
    assign flipflop[0] = in;  
    genvar i; 
    generate
        for(i = 0;i < DELAY;i = i+1)
        begin
        FlipFlop 
        #
        (
        .N(N)
        )
        D_FF
        (
            .in_data(flipflop[i]),
            .out_data(flipflop[i+1]),
            .clk(clk)
        );
        end
    endgenerate
    assign out = flipflop[DELAY];
endmodule
`timescale 1ns / 1ps
module FlipFlop #
   (
    parameter N = 12
   )
   (
    input[N-1:0] in_data,
    output[N-1:0] out_data,
    input clk
    );
    reg[N-1:0]in_data_reg;
    always @(posedge clk)
    begin
        in_data_reg <= in_data;
    end
    assign out_data = in_data_reg;  
endmodule
==> impl_table.tex <==
% Table of physical implementation metrics
\begin{tabular}{lr}
\hline
Metric & Value \\
\hline
\multicolumn{2}{l}{\textbf{Run status}} \\
\quad Result of the run & completed \\
\multicolumn{2}{l}{\textbf{Worst setup path}} \\
\quad Category of cells accounting for the largest share of critical-path delay & flip-flops \\
\quad Longest individual stage delay on the worst path & approximately 310 ps \\
\quad Number of cells on the worst reg-to-reg path & 0 \\
\quad Category of the worst setup path capture point & primary output \\
\quad CP bufs+invs & 1 \\
\quad Data arrival at the endpoint of the critical path & 730 ps \\
\quad FF-to-FF End & genblk1[3].D\_FF.in\_data\_reg[1] \\
\quad Flop-to-flop setup slack & $\sim$600 ps \\
\quad CP cell instances & buf\_2 \\
\quad Required time at the endpoint of the critical path & 800 ps \\
\quad Reg2reg start & genblk1[2].D\_FF.in\_data\_reg[1] \\
\quad Critical path fanouts, max & 1 \\
\quad Setup crit end & out[0] \\
\quad Depth of the critical timing path with buffers and inverters included & 1 \\
\quad Slowest library cell on the worst path & sky130\_fd\_sc\_hd\_\_dfxtp\_2 \\
\quad Critical path class & flop to primary output \\
\quad Type of origin of the critical path & flop \\
\quad Crit. Startpoint & genblk1[9].D\_FF.in\_data\_reg[0] \\
\multicolumn{2}{l}{\textbf{Clocking}} \\
\quad Count of hold buffers inserted by post-cts repair & 0 \\
\quad CTS root buf & sky130\_fd\_sc\_hd\_\_clkbuf\_8 \\
\quad H-tree depth reported by CTS & 3 \\
\quad Clock latency of the later-clocked register in the worst-skew pair & 320 ps \\
\quad Num Clock Sinks & 80 \\
\quad Clock input transition at the sequential cells of the worst setup and hold paths & about 70 ps \\
\quad Number of gates given a new drive strength after cts & 26 \\
\quad Buffers from clock root to sink, at most & 2 \\
\quad Clock buffer count from CTS & 9 \\
\quad CTS tree & built \\
\quad Post-CTS Repair Setup Buffers & 0 \\
\multicolumn{2}{l}{\textbf{Final layout}} \\
\quad Fraction of layout cells with a size suffix above 1 & 18.9\% \\
\quad Most frequent standard cell in the layout excluding fill and tap cells & sky130\_fd\_sc\_hd\_\_dfxtp\_1 \\
\quad Area of the multi-input gates & 0 um2 \\
\quad Final design utilization & a little over a fifth \\
\quad Fillers & 1,028 \\
\quad Most common logic cells in the final layout & sky130\_fd\_sc\_hd\_\_dfxtp\_1, sky130\_fd\_sc\_hd\_\_clkbuf\_8, sky130\_fd\_sc\_hd\_\_clkdlybuf4s50\_1, sky130\_fd\_sc\_hd\_\_buf\_2, sky130\_fd\_sc\_hd\_\_clkbuf\_1 \\
\quad Number of flip-flops in the largest register & 80 \\
\quad Relative area change from synthesis to final layout & 28.4\% \\
\quad Sequential cell area in the final layout & 1600 um2 \\
\quad Number of logic gates & 0 \\
\multicolumn{2}{l}{\textbf{Die}} \\
\quad Die W & 119 um \\
\quad Core area & 9640 um2 \\
\quad Number of top-level pins & 17 \\
\quad Chip height & 119 um \\
\quad Floorplan core density & roughly 17\% \\
\quad Site row count & 36 \\
\quad Die ar. & roughly 14,000 um2 \\
\multicolumn{2}{l}{\textbf{GRT}} \\
\quad Fraction of met1 tracks used by global routing & 2.75\% \\
\quad GR Util met3 & 1.92\% \\
\quad Global routing met2 resource utilization & under 10\% \\
\quad Grt total ovfl & 0 \\
\quad Maximum number of pins on one net before global-route repair & 12 \\
\quad Vias in the first global route & just under 500 \\
\quad GRT Max-Usage Layer & met1 \\
\quad Initial antenna violation count & 0 \\
\quad Wire length of the first global-routing pass & 2080 um \\
\quad GRT Total Usage & 1.92\% \\
\multicolumn{2}{l}{\textbf{Final timing}} \\
\quad Fin Setup TNS & 0 ps \\
\quad Final setup slack of the worst path & 66.8 ps \\
\quad Post-layout period usage of the worst path & approximately 93\% \\
\quad Fin crit period & between 900 and 1000 ps \\
\quad Max-slew headroom at the worst pin & between 90 and 100\% \\
\quad Timing-limited maximum frequency & between 1000 and 1500 MHz \\
\quad Final tally of hold violations & 0 \\
\quad Actual slew at the worst max-slew pin & 98.1 ps \\
\quad Setup repair after global routing missed its margin & no \\
\quad Post-route clock skew & 3.55 ps \\
\quad Final setup viols & 0 \\
\quad Max Slew Vio Count & 0 \\
\multicolumn{2}{l}{\textbf{Logic synthesis}} \\
\quad Number of cells in Yosys stat & 80 \\
\quad Number of distinct library cells after synthesis & 1 \\
\quad Total of flip-flops plus latches after synthesis & $\sim$80 \\
\quad FA/HA/MAJ Cells, Area Fraction & 0\% \\
\quad Proportion of synthesized area in mux cells & 0\% \\
\quad Simple Share, Synth & 0\% \\
\quad AND-OR/OR-AND share of the synthesized area & 0\% \\
\quad Mean instance size in the synthesized netlist & 20.0 um2 \\
\quad Post-synthesis chip area from yosys & around 1600 um2 \\
\quad Post-synthesis cell area & 1600 um2 \\
\quad Mapped Cells & 80 \\
\quad Sequential element share of the synthesized area & about 100\% \\
\quad Synth Area in XOR/XNOR & 0\% \\
\quad Total of warnings raised by yosys & 2 \\
\multicolumn{2}{l}{\textbf{Route}} \\
\quad Number of DRC violations after detailed routing & 0 \\
\quad DR WL/cell & roughly 5.4 um \\
\quad 1st-iter DRT viols & 19 \\
\quad Vias per cell & 2.11 \\
\quad N\_diodes & 0 \\
\quad Residual antenna-violating net count after detailed routing & 0 \\
\quad Count of vias placed by the detailed router & 516 \\
\quad DRT Wirelength & roughly 1300 um \\
\quad TritonRoute pass-1 iters & 2 \\
\multicolumn{2}{l}{\textbf{Run}} \\
\quad Max-capacitance violation count & 0 \\
\quad Total tool warning count & 25 \\
\multicolumn{2}{l}{\textbf{Power}} \\
\quad Maximum ir drop on the vdd rail & 1.22 mV \\
\quad Pwr dens & 2610 nW/um2 \\
\quad Static Leak & 0.822 nW \\
\multicolumn{2}{l}{\textbf{Place}} \\
\quad Minimum setup slack after placement & 32.0 ps \\
\quad Final weighted congestion in routability-driven placement & 0.596 \\
\quad Port Buffers & 16 \\
\multicolumn{2}{l}{\textbf{Worst hold path}} \\
\quad Class of the tightest hold or removal check & input pin to flop \\
\hline
\end{tabular}
metal layers:
metal	vias to the layer above	share of wire (%)
li1	297	-
met1	191	62
met2	24	26
met3	4	9.5
met4	0	2.5
met5	-	0
final cells by class:
type                  count  area share (%)
clock buffer             15            8.09
sequential               80            78.0
tap                     133            8.09
timing repair buffer     16            5.84
stage by stage:
| stage | instances | hold slack [ps] | cell area (um2) | power (mW) |
|---|---|---|---|---|
| 2_1_floorplan | 80 | 228 | 1600 | 3.45 |
| 3_3_place_gp | 229 | 310 | 1930 | 3.52 |
| 3_5_place_dp | 229 | 312 | 1930 | 3.52 |
| 4_1_cts | 244 | 291 | 2060 | 5.47 |
| 5_1_grt | 244 | 284 | 2060 | 5.60 |
| 6_report | 244 | 318 | 2060 | 5.37 |
cell families (layout without fill, tap and decap cells):
kind of cell,count (synthesis),after routing
DFF,80,80
buffers and inverters,0,31
power by group:
group,internal [mW],switching [mW]
clock,1.03,0.907
combinational,0.0372,0.00738
sequential,3.36,0.0281
Yosys cell counts:
cell type                  n  area [um2]
sky130_fd_sc_hd__dfxtp_1  80        1600
how the worst min path moves through the flow:
stage	startpoint	to	depth (start not counted)	slack [ps]
global route	in[5]	genblk1[0].D_FF.in_data_reg[5]	1	280
CTS	in[3]	genblk1[0].D_FF.in_data_reg[3]	1	290
finish	in[1]	genblk1[0].D_FF.in_data_reg[1]	1	320
Power is estimated from default activity; no workload was simulated.
